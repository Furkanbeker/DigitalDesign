**./config.mk**
```make
export PLATFORM = sky130hd
export DESIGN_NAME = karatsuba
export DESIGN_NICKNAME = karatsuba
export VERILOG_FILES = /design/flow/design.v
export SDC_FILE = /design/flow/constraint.sdc
export NUM_CORES = 4
export LEC_CHECK = 1
export CORE_UTILIZATION = 30
```
**./constraint.sdc**
```tcl
current_design karatsuba

set clk_period 16.1
set clk_io_pct 0.2

create_clock -name clk0 -period $clk_period [get_ports {clk}]

set non_clock_inputs [all_inputs -no_clocks]
set_input_delay [expr $clk_period * $clk_io_pct] -clock clk0 $non_clock_inputs
set_output_delay [expr $clk_period * $clk_io_pct] -clock clk0 [all_outputs]
```
**./design.v**
```verilog
`timescale 1ns / 1ps
module karatsuba( clk, in_num1, in_num2, out_num);
    input clk;
    input [31:0] in_num1;
    input [31:0] in_num2;
    output reg [63:0] out_num = 0;
    reg [15:0] in_num1_1, in_num1_2, in_num2_1, in_num2_2 ;
    always@(posedge clk) begin
    in_num1_1 <= in_num1[31:16];   
    in_num1_2 <=  in_num1[15:0];   
    in_num2_1 <=  in_num2[31:16];  
    in_num2_2 <=  in_num2[15:0];   
    out_num <= 2^32 * in_num1_1 * in_num2_1 + 2^16 * (in_num1_2 * in_num2_1 + in_num1_1 * in_num2_2) + in_num1_2*in_num2_2;
    end
endmodule
```
**./run.sh**
```bash
#!/bin/bash
# OpenROAD 26Q1-2900-gdf79404cd8, Yosys 0.63+post, stock flow scripts
make -C /OpenROAD-flow-scripts/flow DESIGN_CONFIG=/design/flow/config.mk WORK_HOME=/design/flow/orfs finish
```
==> metrics.yaml <==
antenna_found_initial: 3
synth-cells-yosys: 4056
htree_num_levels: 3
maxCapViolCount: 0
r2r-end: "out_num[36]"
finalSetupViolations: 0
area_leaders: "sky130_fd_sc_hd__fa_1 (46%), sky130_fd_sc_hd__ha_1 (14%), sky130_fd_sc_hd__inv_1 (9.8%)"
tcrit_tclk_final: 0.720
yosys.stat.seqShare: 0.0549
max_clock_freq_mhz: 86.2
timing.critical_path.required_ns: 16.44
hold_buffers: 0
cts_tree: "done"
postSynthAreaPerCell_um2: 9.18
postCtsSetupRepairBufs: 0
log_warnings: 31
ys_types: 62
outcome: "finished clean"
drt-total-wl_mm: 91.3
synth.yosys.chip_area_um2: 37200
synth_async_sr_flop_share: 0
yosys-top-cells-count: "sky130_fd_sc_hd__inv_1 (974), sky130_fd_sc_hd__fa_1 (864), sky130_fd_sc_hd__nand2_1 (601), sky130_fd_sc_hd__and2_1 (451), sky130_fd_sc_hd__ha_1 (412)"
holdPathStages: 3
cts-root-to-sink-buffers: 2
xor_xnor_area_frac: 0.0297
area_fraction_in_mux_cells: 0
gr-total-overflow: 0
yosysTopAreaCellShare: 0.465
via_count: 25600
timing.critical_path.slowest_stage_cell: "sky130_fd_sc_hd__dfxtp_1"
globalplace.congestion: 0.920
synthSimpleGateAreaFrac: 0.150
clock-sinks: 102
dp_hpwl_mm: 70.3
r2r_slack_ns: 4.50
synthAoiAreaFrac: 0.0395
ctsResizeCount: 0
grt_start_max_net_pins: 33
worst_setup_sp_type: "flop"
yosys.area_share.adder: 0.603
timing_hold_violations_final: 0
cts_buffers: 9
clock_root_buffer_master: "sky130_fd_sc_hd__clkbuf_16"
slew_violations: 0
fin_tns_setup_ns: 0
die_footprint_um2: 125000
cp_common_cell: "sky130_fd_sc_hd__fa_1"
grt_usage: 0.162
drive_above_1_share: 0.0245
synth.logic.top_family: "adder cells"
fin_skew_ns: 0.0302
synthesis.yosys.warnings: 1
worst_r2r_path_depth: 39
dieWidth_um: 354
max-slew-margin-rel: 0.493
core-area_um2: 122000
crit-reg2reg-launch: "in_num2_1[3]"
post_synthesis_to_final_layout_area_growth_pct: 8.13
detailedRoute.firstIterationViolations: 926
enable_flop_cells: 0
slowest_delay_ns: 0.63
setup.worst_path.end_class: "flop"
rsz0062_at_grt: "false"
first_pass_grt_wire_length_mm: 152
clk_pin_slew_ns: 0.11
worstHoldPathType: "reg2reg"
post-synth-top-count-cell: "sky130_fd_sc_hd__inv_1"
antenna_violating_nets_post_route: 0
avgViaCountPerCell: 4.51
floorplan.io_pins: 129
netlist_instances: 4056
timing.final.crit_period_ns: 11.60
synth_flop_count: 102
dominantRegCellSynth: "sky130_fd_sc_hd__dfxtp_1"
timing.hold.worst.start: "in_num1_1[0]"
max_slew.worst_pin.slew_ns: 0.742
clk-insertion-delay-late_ns: 0.48
crit_arrival_ns: 11.94
capture_endpoint_of_the_worst_hold_path: "out_num[5]"
synthDominantAreaCellType: "sky130_fd_sc_hd__fa_1"
timing.setup.critical_path_class: "reg2reg"
drc_errors: 0
route.detailed.wl_per_inst_um: 16.1
rows: 128
drt-pass1-iter-count: 5
floorplan.initialDensity: 0.304
dieHeight_um: 354
port_buffers: 102
path_max_fanout: 18
first_global_vias: 27500
synth.cell_area_um2: 37200
-- sequential cells by signal (all words and copies together), names as in the netlist --
signal     count
in_num1_1     16
in_num2_2     16
out_num       38
in_num1_2     16
in_num2_1     16
-- worst max path at each step --
stage                start          end  slack, ns
global route  in_num2_1[3]  out_num[36]       3.94
CTS           in_num2_1[3]  out_num[36]       4.60
finish        in_num2_1[3]  out_num[36]       4.50
-- layout make-up --
class                           instances  area [µm²]
Tap cell                             1625        2030
Clock inverter                          7        67.6
Multi-Input combinational cell       2785       30700
Sequential cell                       102        2040
Fill cell                           12500       82100
Antenna cell                            2        5.00
Inverter                              974        3660
Clock buffer                            9         225
Timing Repair Buffer                  169        1520
-- cell usage in the layout, fill, tap and decap left out, types with 8 or more instances in the layout --
| cell type | n |
|---|---|
| sky130_fd_sc_hd__inv_1 | 974 |
| sky130_fd_sc_hd__fa_1 | 864 |
| sky130_fd_sc_hd__nand2_1 | 601 |
| sky130_fd_sc_hd__and2_1 | 451 |
| sky130_fd_sc_hd__ha_1 | 412 |
| sky130_fd_sc_hd__dfxtp_1 | 102 |
| sky130_fd_sc_hd__clkdlybuf4s50_1 | 102 |
| sky130_fd_sc_hd__xnor2_1 | 95 |
| sky130_fd_sc_hd__a21oi_1 | 68 |
| sky130_fd_sc_hd__buf_4 | 67 |
| sky130_fd_sc_hd__a21o_1 | 43 |
| sky130_fd_sc_hd__o21ai_0 | 29 |
| sky130_fd_sc_hd__xor2_1 | 27 |
| sky130_fd_sc_hd__conb_1 | 26 |
| sky130_fd_sc_hd__nor2_1 | 21 |
| sky130_fd_sc_hd__nor3_1 | 12 |
| sky130_fd_sc_hd__nand3_1 | 11 |
| sky130_fd_sc_hd__a31oi_1 | 9 |
| sky130_fd_sc_hd__nand2b_1 | 9 |
| sky130_fd_sc_hd__clkbuf_16 | 9 |
| sky130_fd_sc_hd__nand4_1 | 8 |
| sky130_fd_sc_hd__o21ai_1 | 8 |
| sky130_fd_sc_hd__and3_1 | 8 |
| sky130_fd_sc_hd__o21bai_1 | 8 |
-- logic make-up after synthesis --
| family | count (synthesis) |
|---|---|
| AND-OR/OR-AND | 219 |
| other | 1 |
| adder cells (fa/ha/maj) | 1276 |
| flip-flops | 102 |
| AND/OR/NAND/NOR | 1140 |
| XOR/XNOR | 124 |
| buffers and inverters | 1194 |
-- worst max-delay path, delay by kind of cell (launching register included) --
family / cells / cell delay [ns]
adders and majority gates: 14 / 6.10
AOI/OAI and AO/OA: 11 / 2.89
buffers and inverters: 7 / 0.68
and+or+nand+nor: 5 / 0.64
DFF: 1 / 0.63
xor gates and xnor gates: 2 / 0.50
-- per-layer routing --
metal / up-vias / GRT usage / share of wire / wire length, µm
met5: - / 0 / 0 / 0
met3: 88 / 0.0682 / 0.10 / 9330
met2: 972 / 0.244 / 0.45 / 41400
met4: 0 / 0.0278 / 0.023 / 2100
li1: 11700 / - / - / -
met1: 12800 / 0.228 / 0.42 / 38500
-- metrics by stage --
stage	hold slack (ns)	utilization	cell area (µm²)	worst slack [ns]	instances
5_1_grt	0.849	0.329	40200	3.94	5671
3_5_place_dp	0.788	0.326	39900	4.71	5655
6_report	0.790	0.329	40200	4.50	5673
2_1_floorplan	0.481	-	37300	5.82	4081
3_3_place_gp	0.788	0.326	39900	4.74	5655
4_1_cts	0.787	0.329	40200	4.60	5671
